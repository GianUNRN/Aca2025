==> flow/run.sh <==
#!/bin/bash
# OpenROAD 26Q1-2900-gdf79404cd8, Yosys 0.63+post, stock flow scripts
make -C /OpenROAD-flow-scripts/flow DESIGN_CONFIG=/design/flow/config.mk WORK_HOME=/design/flow/orfs finish
==> flow/config.mk <==
export PLATFORM = sky130hd
export DESIGN_NAME = seg7_dec
export DESIGN_NICKNAME = seg7_dec
export VERILOG_FILES = /design/flow/design.v
export SDC_FILE = /design/flow/constraint.sdc
export NUM_CORES = 4
export LEC_CHECK = 1
export CORE_AREA = 10 10 70 70
export DIE_AREA = 0 0 80 80
==> flow/constraint.sdc <==
current_design seg7_dec

set clk_period 1.6
set clk_io_pct 0.2

create_clock -name clk0 -period $clk_period

set non_clock_inputs [all_inputs -no_clocks]
set_input_delay [expr $clk_period * $clk_io_pct] -clock clk0 $non_clock_inputs
set_output_delay [expr $clk_period * $clk_io_pct] -clock clk0 [all_outputs]
==> flow/design.v <==
`timescale 1ns/1ps
module seg7_dec (
    input  logic [3:0] bin_in,       
    output logic [6:0] seg_dec     
);
    always_comb begin
        case (bin_in)
            4'h0: seg_dec = 7'b0111111;   
            4'h1: seg_dec = 7'b0000110;   
            4'h2: seg_dec = 7'b1011011;   
            4'h3: seg_dec = 7'b1001111;   
            4'h4: seg_dec = 7'b1100110;   
            4'h5: seg_dec = 7'b1101101;   
            4'h6: seg_dec = 7'b1111101;   
            4'h7: seg_dec = 7'b0000111;   
            4'h8: seg_dec = 7'b1111111;   
            4'h9: seg_dec = 7'b1101111;   
            4'hA: seg_dec = 7'b1110111;   
            4'hB: seg_dec = 7'b1111100;   
            4'hC: seg_dec = 7'b0111001;   
            4'hD: seg_dec = 7'b1011110;   
            4'hE: seg_dec = 7'b1111001;   
            4'hF: seg_dec = 7'b1110001;   
            default: seg_dec = 7'b0000000;
        endcase
    end
endmodule
==> impl_metrics.py <==
# Metrics from the implementation run
metrics = {
    "run": {
        "log.warning_count": 40,
        "cap_violations": 0,
    },
    "grt": {
        "antenna_found_initial": 0,
        "grtUsageTotal_pct": 2.82,
        "grt_pass1_vias": 338,
        "grt_pass1_wl_um": 1510,
        "grt_max_degree": 8,
        "grt_overflow": 0,
    },
    "sta": {
        "max_slew_margin_pct": 85.5,
        "fmax_mhz": 601,
        "finalMaxSlewViolations": 0,
        "fin_setup_tns_ns": -0.163,
        "layout_min_cycle_time_ns": 1.66,
        "fin_ws_ns": -0.0627,
        "finalSetupViolations": 6,
        "worst_slew_pin_slew_ns": 0.216,
        "rsz0062_at_grt": "true",
        "finalCritPeriodShare_pct": 104,
        "final_hold_viol_count": 0,
    },
    "detailed_routing": {
        "wirelength_um": 949,
        "viasPerCell": 3.10,
        "top_layer_used": "met3",
        "drt_iter0_drc": 2,
        "wl_met2_um": 559,
        "firstDrtPassIters": 2,
        "wl_met1_um": 363,
        "wl_per_cell_um": 8.87,
        "drc": 0,
        "via_count": 332,
        "route.met3.wl_um": 26,
        "ant_nets": 0,
        "antenna_cells": 0,
    },
    "placed_design": {
        "dp_hpwl_um": 699,
        "port_buffers": 11,
        "gp_congestion": 0.675,
        "dpl-instance-area_sq_um": 514,
        "placedCellCount": 98,
    },
    "run_status": {
        "failed_checks": "setup timing",
        "outcome": "finished, violations left",
    },
    "worst_setup_path": {
        "crit_fanout": 5,
        "critical_path_class": "in -> out",
        "cp_data_required_time_ns": 1.28,
        "end_kind": "output port",
        "cp-start-kind": "input port",
        "arrival_ns": 1.34,
    },
    "yosys": {
        "yosys.area.top_type": "ha_1",
        "synthCells": 33,
        "yosys.cell_types.count": 17,
        "synth_chip_area_sq_um": 288,
        "post_synth.cell_area_avg_sq_um": 8.72,
        "ys_seq_share_pct": 0,
        "ys_warn_count": 1,
        "top_area_share_pct": 30.4,
        "top_cells_by_area": "ha_1 (30%), mux2_2 (12%), mux4_1 (9.1%)",
        "synth_area_sq_um": 288,
        "ys_cells": 33,
    },
    "layout": {
        "layout-drive-gt1-share_pct": 75.4,
        "areaGrowthSynthToFinish_pct": 128,
        "layout.cells.non_filler": 107,
        "finalCoreUtilization_pct": 19.2,
        "clkbuf_count": 0,
        "logic_area_sq_um": 319,
        "fill_cells": 379,
        "stdcell_area_sq_um": 656,
        "seq_area_sq_um": 0,
        "ff_count": 0,
    },
    "floorplanning": {
        "pin_count": 11,
        "core_area_sq_um": 3420,
        "fp.dieW_um": 80,
        "fp_util_pct": 8.42,
        "dieHeight_um": 80,
        "rows": 21,
        "die_area_sq_um": 6400,
    },
    "pwr": {
        "leakage_nw": 0.279,
        "powerDensity_nw_per_um2": 227,
        "ir_drop_mv": 0.0374,
    },
    "min_path": {
        "whs_path_depth": 5,
        "hold_end": "seg_dec[6]",
        "holdCritPathClass": "in -> out",
        "hp-start": "bin_in[1]",
    },
}
metrics by stage:
stage | hold slack (ns) | setup slack, ns | power (mW)
after floorplan | 0.727 | 0.171 | 0.0466
after global placement | 1.78 | -0.833 | 0.116
after detailed placement | 1.79 | -0.846 | 0.117
after CTS | 1.10 | -0.0616 | 0.148
after global routing | 1.15 | -0.101 | 0.162
final | 1.09 | -0.0627 | 0.149
layout by cell type, fill, tap and decap left out, drive strengths merged:
cell type	synthesis	routed
a21oi	3	3
dlygate4sd2	0	1
o32a	1	1
nand2	1	1
nor2b	1	1
inv	5	5
buf	2	29
mux2i	2	2
ha	7	7
a31o	1	1
nor3	2	2
nand2b	1	1
o31a	1	1
mux4	1	1
or2b	1	1
nand3b	1	1
mux2	3	3
cells in the mapped netlist, drive strengths merged:
cell type	n
inv	5
mux2i	2
a21oi	3
mux4	1
o32a	1
a31o	1
ha	7
nand3b	1
mux2	3
nor2b	1
nand2b	1
buf	2
or2b	1
nand2	1
nor3	2
o31a	1
cell type report:
class | count | area share, %
inverter | 5 | 3.63
tap | 46 | 8.78
multi-input combinational | 26 | 48.7
timing repair buffer | 30 | 38.9
worst max-delay path, stage by stage:
cell	delay [ns]
buf_6	0.08
buf_6	0.09
buf_12	0.10
ha_4	0.15
inv_2	0.03
mux4_2	0.45
buf_2	0.13
how the worst max path moves through the flow:
stage | from | end | slack [ns]
after CTS | bin_in[0] | seg_dec[3] | -0.06
after global routing | bin_in[0] | seg_dec[3] | -0.10
final | bin_in[0] | seg_dec[3] | -0.06
metal layers:
layer,GRT usage [%],up-vias
li1,-,173
met1,3.11,156
met2,5.86,3
met3,0.227,0
met4,0,0
met5,0,-
logic make-up (layout without fill, tap and decap cells):
family | Yosys count | in the layout | synth area share (%)
AOI/OAI and AO/OA | 6 | 6 | 15.2
adders and majority gates | 7 | 7 | 30.4
buffers and inverters | 7 | 35 | 12.2
muxes | 6 | 6 | 27.8
and+or+nand+nor | 7 | 7 | 14.4
what timing repair did:
item                                    CTS  global route
hold buffers                              0             0
endpoints found under the setup margin    7             7
buffers inserted                          8             1
pin swaps                                 5             1
resized                                  66             1
power by group:
group	switching (mW)	leakage (nW)	internal (mW)
Combinational	0.0555	0.279	0.0936
Sequential	0	0	0
Clock	0	0	0
Power is estimated from default activity; no workload was simulated.
