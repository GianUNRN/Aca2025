## flow/design.v

```verilog
`timescale 1ns/1ps
module counter #(
    parameter int N=16,
    parameter int MAX = 2**N-1
    ) (
    input   logic clk,
    input   logic rst_n,
    input   logic en,
    input   logic up,
    output  logic [N-1:0] count,
    output  logic pulse
);
    assign pulse = up ? (en && count == $bits(count)'(MAX)) : (en && count == '0);
    always_ff @(posedge clk) begin
        if (!rst_n) begin
            count <= '0;
        end else if (en) begin
            if (up) begin
                if (count == $bits(count)'(MAX)) begin
                    count <= '0;
                end else begin
                    count <= count + 1;
                end
            end else begin
                if (count == '0) begin
                    count <= $bits(count)'(MAX);
                end else begin
                    count <= count - 1;
                end
            end
        end
    end
endmodule
`timescale 1ns/1ps
module two_d_counter (
    input  logic clk,
    input  logic rst,
    input  logic en,
    input  logic up,  
    output logic [3:0] units,
    output logic [3:0] tens
);
    logic tc_units;
    counter #(.N(4),.MAX(9)) cnt1  (
        .clk(clk),
        .rst_n(rst),
        .en(en),          
        .up(up),
        .count(units),
        .pulse(tc_units)
    );
    counter  #(.N(4),.MAX(9)) cnt2 (
        .clk(clk),
        .rst_n(rst),
        .en(tc_units),      
        .up(up),
        .count(tens),
        .pulse()                   
    );
endmodule
```

## flow/run.sh

```bash
#!/bin/bash
# OpenROAD 26Q1-2900-gdf79404cd8, Yosys 0.63+post, stock flow scripts
make -C /OpenROAD-flow-scripts/flow DESIGN_CONFIG=/design/flow/config.mk WORK_HOME=/design/flow/orfs finish
```

## flow/config.mk

```make
export PLATFORM = sky130hd
export DESIGN_NAME = two_d_counter
export DESIGN_NICKNAME = two_d_counter
export VERILOG_FILES = /design/flow/design.v
export SDC_FILE = /design/flow/constraint.sdc
export NUM_CORES = 4
export LEC_CHECK = 1
export CORE_AREA = 10 10 82 82
export DIE_AREA = 0 0 92 92
```

## flow/constraint.sdc

```tcl
current_design two_d_counter

set clk_period 3.6
set clk_io_pct 0.2

create_clock -name clk0 -period $clk_period [get_ports {clk}]

set non_clock_inputs [all_inputs -no_clocks]
set_input_delay [expr $clk_period * $clk_io_pct] -clock clk0 $non_clock_inputs
set_output_delay [expr $clk_period * $clk_io_pct] -clock clk0 [all_outputs]
```

==> results_dict.tcl <==
# implementation run metrics
set metrics [dict create \
    warning_count 25 \
    fp_util_pct 11.64 \
    worstSkewPairLatency_ps 230 \
    max_clock_freq_mhz 447.5 \
    num_antenna_cells 0 \
    chipHeight_um 92 \
    fin_skew_ps 0.6247 \
    cellPowerDensity_nw_per_um2 353.1 \
    grt_use_total_pct 3.618 \
    lay_top_count "clkdlybuf4s50_1" \
    hold_viol 0 \
    cp-start-kind "primary input" \
    cts_max_level 1 \
    worstPathMaxFanout 15 \
    synth_area_um2 590.6 \
    place_area_um2 763.2 \
    leakage_nw 0.2524 \
    p_seq_share_pct 39.7 \
    path_clk_slew_ps 40 \
    ys_sh_simple_pct 25.64 \
    grt-ovfl-total 0 \
    crit_chain "clkdlybuf4s50_1 > and3_1 > o211ai_4 > a21oi_1 > o221a_2" \
    slew_headroom_pct 66.74 \
    ys_sh_mux_pct 0 \
    synthDistinctLibCells 33 \
    cap_violations 0 \
    critical_path.max_stage_delay_ps 660 \
    core_area_um2 5075 \
    pwr-share-clk_pct 38.2 \
    yosys.area_share.aoi_pct 33.05 \
    stdcell_count 153 \
    drv_slew 0 \
    dr.pass1.iters 4 \
    switching_share_pct 28.09 \
    ys_warn_count 1 \
    r2r_setup_slack_ps 2110 \
    grt_pass1_wl_um 2587 \
    cts_tree "yes" \
    grt_antenna_before_repair 0 \
    hpwl_um 1052 \
    setup_viol 0 \
    drc 0 \
    status "completed" \
    irDropWorstVdd_mv 0.1678 \
    area_delta_synth_final_pct 36.23 \
    rows 26 \
    min_period_over_period_pct 62.07 \
    yosys_area_um2 590.6 \
    topCellsByArea "dfxtp_1, o21ai_0, xnor2_1, nor2_1, o211ai_4" \
    vias 543 \
    cts_hold_buf 0 \
    cts_sinks 8 \
    fin_area_um2 804.5 \
    lay_top_cells "clkdlybuf4s50_1, o21ai_0, dfxtp_1, nor2_1, nand2_1" \
    top_cell_area_share_pct 27.12 \
    min_path_cells 2 \
    finalSetupTns_ps 0 \
    worst_slew_pin_slew_ps 497.3 \
    grt_start_max_net_pins 16 \
    hold_ws_ps 636.1 \
    final.min_clock_period_ps 2235 \
    wl_per_cell_um 9.634 \
    utilization_pct 15.85 \
    yosys_cells 74 \
    numCtsBuffers 3 \
    power_frac_comb_pct 22.1 \
    drive_gt1_share_pct 14.46 \
    synth_cells 74 \
    ys_sh_adder_pct 0 \
    grt_pass1_vias 558 \
    cp_data_required_time_ps 3720 \
    crit_type "primary input to flop" \
    die_w_um 92 \
    io_buffers 11 \
    synth.avg_cell_area_um2 7.981 \
    dieArea_um2 8464 \
    drtIter0Drc 18 \
    post_cts_resized 0 \
    logic_family "AND-OR/OR-AND gates" \
    ys_seq_share_pct 27.12 \
    p_int_mw 0.2043 \
    cts_setup_buffers 0 \
    switchingPower_mw 0.07979 \
    synth.largest_area_cell "dfxtp_1" \
    crit_arrival_ps 2350 \
    io_pins 12 \
    viasPerCell 3.549 \
    yosys_register_bits 8 \
    fillCellCount 607 \
    ys_sh_xor_pct 7.415 \
    fin_ws_ps 1365 \
    clk_path_buf_depth 2 \
    cpMaxStageDelayCell "clkdlybuf4s50_1" \
    power_mw 0.2841 \
    hold_class "flop to flop" \
    worstRegToRegCells 4 \
    dp.cells 150 \
    wirelength_um 1474 \
    endpoint_kind "flop" \
    place.gp.congestion 0.8225 \
    rsz0062_at_grt "no" \
    cts_root_buffer "clkbuf_8" \
    postRouteAntennaNets 0 \
    pre_cts_ws_ps 1165 \
]
## final timing paths
kind,start,end
worst min register to register,cnt2.count[3]$_SDFFE_PN0P_,cnt2.count[3]$_SDFFE_PN0P_
worst min-delay path,cnt2.count[3]$_SDFFE_PN0P_,cnt2.count[3]$_SDFFE_PN0P_
worst max-delay path,up,cnt2.count[1]$_SDFFE_PN0P_
worst max register to register,cnt1.count[0]$_SDFFE_PN0P_,cnt2.count[1]$_SDFFE_PN0P_
## cell usage after synthesis
library cell  n
xnor2_1       4
nor2b_2       1
a221oi_2      1
nand2b_1      2
buf_2         2
nand3b_1      1
o221a_1       1
dfxtp_1       8
o21ai_0       8
a21boi_0      2
nand4b_1      1
nor3_2        2
o31a_1        1
o21ai_2       1
o21a_1        1
o221a_2       1
clkbuf_1      2
or3_4         1
inv_1         4
xor2_1        1
o211ai_1      1
a21oi_1       4
a31oi_1       2
and2_1        1
and3_1        2
and2_2        1
a211oi_1      1
o41ai_1       1
nor2_1        6
nand3_1       3
buf_4         1
nand2_1       5
o211ai_4      1
## flip-flops by register name, indices dropped and copies added (netlist names)
name and cells:
cnt1.count 4, cnt2.count 4
## power groups by stage
stage	clock (mW)	combinational, mW	sequential (mW)
CTS	0.113	0.0640	0.113
global route	0.119	0.0708	0.115
finish	0.108	0.0628	0.113
## cell families (layout without fill, tap and decap cells)
family	after synthesis	count (layout)
AOI/OAI and AO/OA	26	26
and+or+nand+nor	26	26
buffers and inverters	9	18
DFF	8	8
xor gates and xnor gates	5	5
## critical path: cells and delay by family
| family | cells | cell delay [ps] |
|---|---|---|
| buffers and inverters | 1 | 660 |
| AOI/OAI and AO/OA | 3 | 620 |
| and+or+nand+nor | 1 | 350 |
## layout make-up
type / count / area, µm² / share of cell area, %
Multi-Input combinational cell: 57 / 390.4 / 48.52
Sequential cell: 8 / 160.2 / 19.91
Timing Repair Buffer: 11 / 110.1 / 13.69
Tap cell: 70 / 87.58 / 10.89
Clock buffer: 3 / 41.29 / 5.132
Inverter: 4 / 15.01 / 1.866
## layer usage
layer / up-vias / wire (µm) / GRT usage, %
li1: 286 / - / -
met1: 246 / 727 / 4.684
met2: 11 / 648 / 5.765
met3: 0 / 98 / 1.565
met4: 0 / 0 / 0.1285
met5: - / 0 / 0
Power figures rest on the tool's default switching activity, not on a simulated workload.
