### ./constraint.sdc
current_design debouncer

set clk_period 1.1
set clk_io_pct 0.2

create_clock -name clk0 -period $clk_period [get_ports {clk}]

set non_clock_inputs [all_inputs -no_clocks]
set_input_delay [expr $clk_period * $clk_io_pct] -clock clk0 $non_clock_inputs
set_output_delay [expr $clk_period * $clk_io_pct] -clock clk0 [all_outputs]
### ./design.v
module debouncer #(
    parameter int SAMPLES = 4,
    parameter int WIDTH   = 1
)(
    input  logic                  clk,
    input  logic                  rst,
    input  logic [WIDTH-1:0]      noisy_in,
    output logic [WIDTH-1:0]      clean_out
);
    logic [SAMPLES:0][WIDTH-1:0] sample;
    assign sample[0] = noisy_in;  
    assign clean_out = &sample;
    genvar i;
    generate
        for (i = 0; i < SAMPLES; i++) begin : ff_chain
            flip_flop_d #(.WIDTH(WIDTH)) ff_inst (
                .clk(clk),
                .rst(rst),
                .d(sample[i]),
                .q(sample[i+1])
            );
        end
    endgenerate
endmodule
module flip_flop_d #(
    parameter WIDTH = 1
) (
    input  logic clk,
    input  logic rst,
    input  logic [WIDTH-1:0] d,
    output logic [WIDTH-1:0] q
);
    always_ff @(posedge clk) begin
        if (!rst) begin
            q <= '0;
        end else begin
            q <= d;
        end
    end
endmodule
### ./config.mk
export PLATFORM = sky130hd
export DESIGN_NAME = debouncer
export DESIGN_NICKNAME = debouncer
export VERILOG_FILES = /design/flow/design.v
export SDC_FILE = /design/flow/constraint.sdc
export NUM_CORES = 4
export LEC_CHECK = 1
export CORE_AREA = 10 10 70 70
export DIE_AREA = 0 0 80 80
### ./run.sh
#!/bin/bash
# OpenROAD 26Q1-2900-gdf79404cd8, Yosys 0.63+post, stock flow scripts
make -C /OpenROAD-flow-scripts/flow DESIGN_CONFIG=/design/flow/config.mk WORK_HOME=/design/flow/orfs finish
==> qor.tcl <==
set qor(worst_skew_pair.late_latency_ns) 0.23
set qor(busiest_layer) {met2}
set qor(clock-skew-final_ns) 0.00399
set qor(layout.area.seq_um2) 83.8
set qor(final_cell_mix) {and2_1 (3), clkbuf_4 (3), dfxtp_2 (3)}
set qor(total_global_routing_track_utilization_pct) 1.16
set qor(hold_ws_ns) 0.380
set qor(floorplan.initialDensity_pct) 3.48
set qor(vias_per_cell) 1.54
set qor(placement.cell_area_um2) 206
set qor(grt_antenna_before_repair) 0
set qor(yosysSeqAreaShare_pct) 67.4
set qor(flow.area_growth_from_synthesis_pct) 96.8
set qor(design.die.area_mm2) 0.00640
set qor(met1_usage_grt_pct) 1.06
set qor(ant_nets) 0
set qor(numPortBuffers) 3
set qor(stage_log_warnings) 26
set qor(switching_power_mw) 0.0622
set qor(final_hold_viol_count) 0
set qor(finalNonFillerCells) 63
set qor(grt_start_max_net_pins) 5
set qor(cts_buffer_depth) 2
set qor(largestRegisters) {ff_chain.ff_inst.q: 4 flops}
set qor(fin_crit_sh_pct) 92.1
set qor(min_path_type) {in2reg}
set qor(critical_path.max_fanout) 2
set qor(power_switching_share_pct) 18.1
set qor(filler_cell_count) 411
set qor(cp-end-kind) {output pin}
set qor(largest_reg_flops) 4
set qor(max_stage_delay_ns) 0.32
set qor(power.share.clock_pct) 51.6
set qor(std_cell_rows) 21
set qor(yosys_warnings) 1
set qor(timing.final.max_slew_violations) 0
set qor(use_met3_pct) 1.36
set qor(cts_root_buffer) {clkbuf_4}
set qor(power_mw) 0.343
set qor(synth_area_per_cell_um2) 10.8
set qor(tritoncts) {built}
set qor(placeableCoreArea_mm2) 0.00342
set qor(rsz0062_at_grt) {yes}
set qor(crit_chain) {nand3_2 -> nor2_2 -> buf_2}
set qor(die_width_um) 80
set qor(clkSlewWorstSetupHoldPaths_ns) 0.03
set qor(cp-start-kind) {flip-flop}
set qor(clock_sinks) 4
set qor(mi_logic_area_um2) 46.3
set qor(chipHeight_um) 80
set qor(post-route-drc-count) 0
set qor(ir_drop_v) 0.000509
set qor(insertedDiodeCount) 0
set qor(grt_pass1_wl_um) 558
set qor(synth_cell_type_count) 6
set qor(cp_data_required_time_ns) 0.88
set qor(max_capacitance_violation_count) 0
set qor(layout_cells_sized_above_1_pct) 58.8
set qor(design.portCount) 4
set qor(globalRouteOverflowTotal) 0
set qor(wire_per_inst_um) 4.52
set qor(power_leakage_nw) 0.0753
set qor(syn-cell-area_um2) 119
set qor(synth-area-yosys_um2) 119
set qor(outcome) {finished clean}
set qor(regMostFlops) {ff_chain.ff_inst.q}
set qor(power.share.combinational_pct) 3.3
set qor(place_inst) 60
set qor(p_int_mw) 0.281
set qor(gpl.final_weighted_congestion) 0.571
set qor(critical_path_arrival_ns) 0.79
set qor(final_period_minus_worst_setup_slack_ns) 1.01
set qor(maximum_clock_frequency_mhz) 987
set qor(syn_inst) 11
set qor(htreeDepth) 1
set qor(cpMaxStageDelayCell) {dfxtp_2}
set qor(cts-buffers-inserted) 3
set qor(final_cell_area_um2) 234
set qor(synth_flop_count) 4
set qor(global_route.usage.met2_pct) 1.44
set qor(criticalPathCategory) {reg2out}
set qor(pwr-share-seq_pct) 45.1
set qor(power_density_mw_per_mm2) 1470
set qor(synth_stat.cells) 11
set qor(relSlewSlack_pct) 93.2
set qor(timing.final.setup_violations) 0
set qor(cts_hold_buffers) 0
set qor(number_of_iterations_in_the_first_detailed_routing_pass) 1
set qor(tightestPinTransition_ns) 0.102
set qor(drtIter0Drc) 0
set qor(wl_um) 285
set qor(route.vias.total) 97
set qor(first_global_vias) 118
-- what timing repair did --
action | CTS | global route
pin swaps | 1 | 2
setup endpoints to repair | 1 | 1
gates resized | 4 | 5
setup buffers | 0 | 0
-- cell usage after synthesis --
library cell	n	area share, %
dfxtp_1	4	67
nand3_1	1	4.2
nand2_1	1	3.2
and2_2	1	6.3
nor2_1	1	3.2
and2_1	3	16
-- per-stage QoR --
stage | worst slack [ns] | TNS, ns | utilization, %
detailed placement | -0.485 | -0.485 | 6.04
floorplan | 0.474 | 0 | -
finish | 0.0865 | 0 | 6.85
global placement | -0.485 | -0.485 | 6.04
CTS | 0.0188 | 0 | 6.52
global route | -0.0122 | -0.0122 | 6.85
-- final cells by class --
cell class                 instances  area share, %
clock buffer                       3           9.63
timing repair buffer               3           10.2
tap                               46           24.6
multi-input combinational          7           19.8
sequential                         4           35.8
-- power groups by stage --
stage	registers [mW]	clock network, mW	logic (mW)
after CTS	0.153	0.187	0.0118
after global routing	0.155	0.218	0.0132
final	0.155	0.177	0.0115
-- path summary, 6_finish.rpt --
path	startpoint	end	slack, ns	cells after the start
worst max-delay path	ff_chain[0].ff_inst.q$_SDFF_PN0_	clean_out[0]	0.09	3
worst min-delay path	noisy_in[0]	ff_chain[0].ff_inst.q$_SDFF_PN0_	0.38	2
worst max register to register	ff_chain[2].ff_inst.q$_SDFF_PN0_	ff_chain[3].ff_inst.q$_SDFF_PN0_	0.51	1
worst min register to register	ff_chain[0].ff_inst.q$_SDFF_PN0_	ff_chain[1].ff_inst.q$_SDFF_PN0_	0.46	1
-- worst max-delay path, delay by kind of cell (launching register included) --
| kind | cells | cell delay, ns |
|---|---|---|
| buf+inv | 1 | 0.10 |
| flops | 1 | 0.32 |
| simple gates | 2 | 0.14 |
-- cells by family after synthesis --
| logic type | count (synthesis) | synth area share, % |
|---|---|---|
| simple gates | 7 | 32.6 |
| flops | 4 | 67.4 |
-- layer usage --
layer / up-vias / wire length, um
li1: 47 / -
met1: 44 / 120
met2: 4 / 126
met3: 2 / 25
met4: 0 / 12
met5: - / 0
No activity file was given, so power comes from the tool's default toggle rates.
